## design/flow/design.v

```verilog
module PriorityCircuit(input [9:0] SW, 
                      output reg [6:0] HEX0_D);
reg [3:0] data;
always @(*)
	begin
	casez(SW)  
		10'b1?????????: data = 9;
      10'b01????????: data = 8;
		10'b001???????: data = 7;
      10'b0001??????: data = 6;
      10'b00001?????: data = 5;
      10'b000001????: data = 4;
      10'b0000001???: data = 3;
      10'b00000001??: data = 2;
      10'b000000001?: data = 1;
      10'b0000000001: data = 0;
      default: data = 10;
	endcase
	end
always @(*)
	begin
	case(data)
      0: HEX0_D = ~7'b011_1111;
      1: HEX0_D = ~7'b000_0110;
      2: HEX0_D = ~7'b101_1011;
      3: HEX0_D = ~7'b100_1111;
      4: HEX0_D = ~7'b110_0110;
      5: HEX0_D = ~7'b110_1101;
      6: HEX0_D = ~7'b111_1101;
      7: HEX0_D = ~7'b000_0111;
      8: HEX0_D = ~7'b111_1111;
      9: HEX0_D = ~7'b110_1111;
      default: HEX0_D = ~7'b000_0000;  
    endcase
	 end
endmodule
```

## design/flow/run.sh

```bash
#!/bin/bash
# OpenROAD 26Q1-2900-gdf79404cd8, Yosys 0.63+post, stock flow scripts
make -C /OpenROAD-flow-scripts/flow DESIGN_CONFIG=/design/flow/config.mk WORK_HOME=/design/flow/orfs finish
```

## design/flow/config.mk

```make
export PLATFORM = sky130hd
export DESIGN_NAME = PriorityCircuit
export DESIGN_NICKNAME = PriorityCircuit
export VERILOG_FILES = /design/flow/design.v
export SDC_FILE = /design/flow/constraint.sdc
export NUM_CORES = 4
export LEC_CHECK = 1
export CORE_AREA = 10 10 70 70
export DIE_AREA = 0 0 80 80
```

## design/flow/constraint.sdc

```tcl
current_design PriorityCircuit

set clk_period 2.9
set clk_io_pct 0.2

create_clock -name clk0 -period $clk_period

set non_clock_inputs [all_inputs -no_clocks]
set_input_delay [expr $clk_period * $clk_io_pct] -clock clk0 $non_clock_inputs
set_output_delay [expr $clk_period * $clk_io_pct] -clock clk0 [all_outputs]
```

==> impl_metrics.env <==
# source this file to load flow results
export IMPL_cp_num_cells=9
export IMPL_synth_top_area_share_pct=22.42
export IMPL_p_sw_uw=33.94
export IMPL_slowest_stage="clkdlybuf4s50_1"
export IMPL_critPathRequiredTime_ns=2.32
export IMPL_viasPerCell=3.488
export IMPL_yosys_cell_types_count=19
export IMPL_post_dp_hpwl_um=952.5
export IMPL_fin_crit_sh_pct=97.83
export IMPL_clkbuf_count=0
export IMPL_ys_seq_share_pct=0
export IMPL_drtIter0Drc=13
export IMPL_overflow=0
export IMPL_first_global_vias=397
export IMPL_common_cells="nor2_1 (9), a21oi_1 (5), ha_1 (5)"
export IMPL_routed_via_count=429
export IMPL_intPower_uw=45.05
export IMPL_drc=0
export IMPL_status="completed"
export IMPL_num_fill_cells=381
export IMPL_path_buffers=2
export IMPL_drt_pass1_iterations=2
export IMPL_setup_tns_ns=0
export IMPL_cp_end_kind="primary output"
export IMPL_drive_gt1_share_pct=48.05
export IMPL_min_path_cells=4
export IMPL_power_uw=78.99
export IMPL_yosysTopAreaCell="ha_1"
export IMPL_ys_warn_count=1
export IMPL_tightest_slew_ns=0.5131
export IMPL_ys_cells=39
export IMPL_crit_fanout=3
export IMPL_slowest_delay_ns=0.40
export IMPL_flop_area_um2=0
export IMPL_synth_chip_area_um2=279.0
export IMPL_warnings=36
export IMPL_grt_first_pass_wirelength_um=1904
export IMPL_rows=21
export IMPL_die_w_um=80
export IMPL_wl_per_cell_um=9.862
export IMPL_synthesis_area_um2=279.0
export IMPL_power_frac_seq_pct=0
export IMPL_syn_inst=39
export IMPL_min_path_type="input pin to primary output"
export IMPL_fp_util_pct=8.169
export IMPL_cp_arrival_ns=2.26
export IMPL_antenna_found_initial=0
export IMPL_power_leakage_nw=0.3407
export IMPL_setup_viol=0
export IMPL_cellPowerDensity_nw_per_um2=112.7
export IMPL_min_period_ns=2.837
export IMPL_slew_viol_final=0
export IMPL_grt_usage_pct=3.486
export IMPL_die_area_um2=6400
export IMPL_critPathTopFamily="buffers and inverters"
export IMPL_startpoint_type="input pin"
export IMPL_cp_cell_sequence="dlygate4sd2_1, nor2_2, o21a_1, nor3_2, o31a_2, ha_1, mux2i_1, nor2_1, clkdlybuf4s50_1"
export IMPL_fp_dieH_um=80
export IMPL_syn_area_per_cell_um2=7.154
export IMPL_path_class="input pin to primary output"
export IMPL_ir_worst_vdd_mv=0.01643
export IMPL_antenna_left=0
export IMPL_io_buffer_count=17
export IMPL_ioPinCount=17
export IMPL_place_gp_congestion=0.7860
export IMPL_fmax_mhz=352.5
export IMPL_switching_share_pct=42.96
export IMPL_power_share_clock_pct=0
export IMPL_finalHoldViolations=0
export IMPL_cap_violations=0
export IMPL_num_antenna_cells=0
export IMPL_relSlewSlack_pct=65.48
export IMPL_ys_top_cells_by_area="ha_1 (22%), nor2_1 (12%), a21oi_1 (9.0%)"
export IMPL_area_growth_pct=151.1
export IMPL_top_cell="nor2_1"
export IMPL_core_um2=3416
export IMPL_design_seq_count=0
export IMPL_postCtsHoldBufs=0
export IMPL_grt_start_max_net_pins=7
export IMPL_pwr_share_comb_pct=100.0
export IMPL_drt_wl_total_um=1213
[area by class of cell]
cell class / count / area [um2] / area share (%)
tap: 46 / 57.56 / 8.214
inverter: 3 / 11.26 / 1.607
timing repair buffer: 38 / 314.1 / 44.82
multi-input combinational: 36 / 317.8 / 45.36
[metrics by stage]
stage	cell area, um2	hold slack [ns]	utilization (%)	std cells	setup slack, ns
floorplan	279.0	1.291	-	39	0.6009
global placement	619.3	2.308	18.13	117	-0.4360
detailed placement	619.3	2.310	18.13	117	-0.4440
CTS	668.1	1.946	19.56	122	0.01014
global route	700.7	1.855	20.51	123	-0.01562
finish	700.7	1.822	20.51	123	0.06293
[repair_timing]
| action | CTS | global route |
|---|---|---|
| pin swaps | 6 | 2 |
| gates resized | 22 | 9 |
| endpoints found under the setup margin | 7 | 5 |
| cloned | 0 | 0 |
| hold endpoints to repair | 0 | 0 |
| setup buffers | 5 | 1 |
[layer usage]
layer	track usage (%)	wire length (um)	vias up	part of all wire (%)
li1	-	-	219	-
met1	4.746	571	200	47
met2	5.859	570	10	47
met3	0.6818	71	0	5.9
met4	0	0	0	0
met5	0	0	-	0
[worst paths after layout]
kind                  start        end
worst max-delay path  SW[2]  HEX0_D[6]
worst min-delay path  SW[8]  HEX0_D[4]
[kinds of logic after synthesis]
logic type / count (synthesis) / synth area share [%]
compound gates: 15 / 36.32
simple gates: 14 / 28.25
fa+ha+maj: 5 / 22.42
buf+inv: 3 / 4.036
mux: 2 / 8.967
[power by group through the flow]
stage	Combinational, mW	Clock (mW)	Sequential, mW
6_report	0.0790	0	0
4_1_cts	0.0734	0	0
5_1_grt	0.0862	0	0
[layout by cell type, fill, tap and decap left out, drive strengths merged]
cell type,count
dlygate4sd2,13
o21ai,3
mux2i,1
nor4,2
nor2,9
mux2,1
inv,3
clkdlybuf4s15,1
dlymetal6s2s,1
o22ai,1
or2,1
a21o,1
a21oi,5
o211a,1
nor3,1
o31ai,1
a31oi,1
nand2b,1
o21a,1
buf,21
clkdlybuf4s50,2
ha,5
o31a,1
